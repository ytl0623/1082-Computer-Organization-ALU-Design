### design/flow/design.v
`timescale 1ns/1ns
module ALU(dataA, dataB, signal, dataOut, reset );
output	[31:0]	dataOut;
input	[31:0]	dataA, dataB;
input	[5:0]	signal;
input reset;
wire	cin, ctr;
wire    set;
wire	[31:0]cout;
wire	[31:0]	temp;
parameter AND = 6'b100100;
parameter OR  = 6'b100101;
parameter ADD = 6'b100000;
parameter SUB = 6'b100010;
parameter SLT = 6'b101010;
		assign ctr=(signal == ADD)?1'b0:1'b1;
		ALU_bit a1(.sum(temp[0]), .a(dataA[0]), .b(dataB[0]), .signal(signal), .ctr(ctr), .cin(ctr), .cout(cout[0]), .less(set));
		ALU_bit a2(.sum(temp[1]), .a(dataA[1]), .b(dataB[1]), .signal(signal), .ctr(ctr), .cin(cout[0]), .cout(cout[1]), .less(1'b0));
		ALU_bit a3(.sum(temp[2]), .a(dataA[2]), .b(dataB[2]), .signal(signal), .ctr(ctr), .cin(cout[1]), .cout(cout[2]), .less(1'b0));
		ALU_bit a4(.sum(temp[3]), .a(dataA[3]), .b(dataB[3]), .signal(signal), .ctr(ctr), .cin(cout[2]), .cout(cout[3]), .less(1'b0));
		ALU_bit a5(.sum(temp[4]), .a(dataA[4]), .b(dataB[4]), .signal(signal), .ctr(ctr), .cin(cout[3]), .cout(cout[4]), .less(1'b0));
		ALU_bit a6(.sum(temp[5]), .a(dataA[5]), .b(dataB[5]), .signal(signal), .ctr(ctr), .cin(cout[4]), .cout(cout[5]), .less(1'b0));
		ALU_bit a7(.sum(temp[6]), .a(dataA[6]), .b(dataB[6]), .signal(signal), .ctr(ctr), .cin(cout[5]), .cout(cout[6]), .less(1'b0));
		ALU_bit a8(.sum(temp[7]), .a(dataA[7]), .b(dataB[7]), .signal(signal), .ctr(ctr), .cin(cout[6]), .cout(cout[7]), .less(1'b0));
		ALU_bit a9(.sum(temp[8]), .a(dataA[8]), .b(dataB[8]), .signal(signal), .ctr(ctr), .cin(cout[7]), .cout(cout[8]), .less(1'b0));
		ALU_bit a10(.sum(temp[9]), .a(dataA[9]), .b(dataB[9]), .signal(signal), .ctr(ctr), .cin(cout[8]), .cout(cout[9]), .less(1'b0));
		ALU_bit a11(.sum(temp[10]), .a(dataA[10]), .b(dataB[10]), .signal(signal), .ctr(ctr), .cin(cout[9]), .cout(cout[10]), .less(1'b0));
		ALU_bit a12(.sum(temp[11]), .a(dataA[11]), .b(dataB[11]), .signal(signal), .ctr(ctr), .cin(cout[10]), .cout(cout[11]), .less(1'b0));
		ALU_bit a13(.sum(temp[12]), .a(dataA[12]), .b(dataB[12]), .signal(signal), .ctr(ctr), .cin(cout[11]), .cout(cout[12]), .less(1'b0));
		ALU_bit a14(.sum(temp[13]), .a(dataA[13]), .b(dataB[13]), .signal(signal), .ctr(ctr), .cin(cout[12]), .cout(cout[13]), .less(1'b0));
		ALU_bit a15(.sum(temp[14]), .a(dataA[14]), .b(dataB[14]), .signal(signal), .ctr(ctr), .cin(cout[13]), .cout(cout[14]), .less(1'b0));
		ALU_bit a16(.sum(temp[15]), .a(dataA[15]), .b(dataB[15]), .signal(signal), .ctr(ctr), .cin(cout[14]), .cout(cout[15]), .less(1'b0));
		ALU_bit a17(.sum(temp[16]), .a(dataA[16]), .b(dataB[16]), .signal(signal), .ctr(ctr), .cin(cout[15]), .cout(cout[16]), .less(1'b0));
		ALU_bit a18(.sum(temp[17]), .a(dataA[17]), .b(dataB[17]), .signal(signal), .ctr(ctr), .cin(cout[16]), .cout(cout[17]), .less(1'b0));
		ALU_bit a19(.sum(temp[18]), .a(dataA[18]), .b(dataB[18]), .signal(signal), .ctr(ctr), .cin(cout[17]), .cout(cout[18]), .less(1'b0));
		ALU_bit a20(.sum(temp[19]), .a(dataA[19]), .b(dataB[19]), .signal(signal), .ctr(ctr), .cin(cout[18]), .cout(cout[19]), .less(1'b0));
		ALU_bit a21(.sum(temp[20]), .a(dataA[20]), .b(dataB[20]), .signal(signal), .ctr(ctr), .cin(cout[19]), .cout(cout[20]), .less(1'b0));
		ALU_bit a22(.sum(temp[21]), .a(dataA[21]), .b(dataB[21]), .signal(signal), .ctr(ctr), .cin(cout[20]), .cout(cout[21]), .less(1'b0));
		ALU_bit a23(.sum(temp[22]), .a(dataA[22]), .b(dataB[22]), .signal(signal), .ctr(ctr), .cin(cout[21]), .cout(cout[22]), .less(1'b0));
		ALU_bit a24(.sum(temp[23]), .a(dataA[23]), .b(dataB[23]), .signal(signal), .ctr(ctr), .cin(cout[22]), .cout(cout[23]), .less(1'b0));
		ALU_bit a25(.sum(temp[24]), .a(dataA[24]), .b(dataB[24]), .signal(signal), .ctr(ctr), .cin(cout[23]), .cout(cout[24]), .less(1'b0));
		ALU_bit a26(.sum(temp[25]), .a(dataA[25]), .b(dataB[25]), .signal(signal), .ctr(ctr), .cin(cout[24]), .cout(cout[25]), .less(1'b0));
		ALU_bit a27(.sum(temp[26]), .a(dataA[26]), .b(dataB[26]), .signal(signal), .ctr(ctr), .cin(cout[25]), .cout(cout[26]), .less(1'b0));
		ALU_bit a28(.sum(temp[27]), .a(dataA[27]), .b(dataB[27]), .signal(signal), .ctr(ctr), .cin(cout[26]), .cout(cout[27]), .less(1'b0));
		ALU_bit a29(.sum(temp[28]), .a(dataA[28]), .b(dataB[28]), .signal(signal), .ctr(ctr), .cin(cout[27]), .cout(cout[28]), .less(1'b0));
		ALU_bit a30(.sum(temp[29]), .a(dataA[29]), .b(dataB[29]), .signal(signal), .ctr(ctr), .cin(cout[28]), .cout(cout[29]), .less(1'b0));
		ALU_bit a31(.sum(temp[30]), .a(dataA[30]), .b(dataB[30]), .signal(signal), .ctr(ctr), .cin(cout[29]), .cout(cout[30]), .less(1'b0));
		ALU_Set a32(.sum(temp[31]), .a(dataA[31]), .b(dataB[31]), .signal(signal), .ctr(ctr), .cin(cout[30]), .cout(cout[31]), .less(1'b0), .set(set));
		assign dataOut =(reset == 1'b1)? 32'd0 : temp;
endmodule
`timescale 1ns/1ns
module ALU_Set( sum, a, b, signal, ctr, cin, cout, less, set );
input a, b, cin, ctr, less;
input [5:0] signal ;
output sum, cout, set ;
wire	tempAND, tempOR, temp;
parameter AND = 6'b100100;
parameter OR  = 6'b100101;
parameter ADD = 6'b100000;
parameter SUB = 6'b100010;
parameter SLT = 6'b101010;
		and (tempAND, a, b);
		or	(tempOR, a, b);
		FA	fa(.a(a), .b(b), .c(cin), .cout(cout), .sum(temp), .ctr(ctr));
		assign set = temp;
		assign	sum=(signal==AND)?tempAND:
					(signal==OR)?tempOR:
					(signal==SLT)?less:
					temp;
endmodule
`timescale 1ns/1ns
module ALU_bit( sum, a, b, signal, ctr, cin, cout, less );
input a, b, cin, ctr, less;
input [5:0] signal ;
output sum, cout ;
wire	tempAND, tempOR, temp;
parameter AND = 6'b100100;
parameter OR  = 6'b100101;
parameter ADD = 6'b100000;
parameter SUB = 6'b100010;
parameter SLT = 6'b101010;
		and (tempAND, a, b);
		or	(tempOR, a, b);
		FA	fa(.a(a), .b(b), .c(cin), .cout(cout), .sum(temp), .ctr(ctr));
		assign	sum=(signal==AND)?tempAND:
					(signal==OR)?tempOR:
					(signal==SLT)?less:
					temp;
endmodule
`timescale 1ns/1ns
module FA(a, b, c, cout, sum, ctr);
    input a, b, c, ctr;
    output cout, sum;
    wire   e1, e2, e3,b1;
	xor	(b1, ctr, b);
    xor (e1, a, b1);
    and (e2, a, b1);
    and (e3, e1, c);
    or	(cout,e2, e3);
    xor  (sum, e1, c);
endmodule
### design/flow/run.sh
#!/bin/bash
# OpenROAD 26Q1-2900-gdf79404cd8, Yosys 0.63+post, stock flow scripts
make -C /OpenROAD-flow-scripts/flow DESIGN_CONFIG=/design/flow/config.mk WORK_HOME=/design/flow/orfs finish
### design/flow/config.mk
export PLATFORM = sky130hd
export DESIGN_NAME = ALU
export DESIGN_NICKNAME = ALU
export VERILOG_FILES = /design/flow/design.v
export SDC_FILE = /design/flow/constraint.sdc
export NUM_CORES = 4
export LEC_CHECK = 1
export CORE_UTILIZATION = 30
### design/flow/constraint.sdc
current_design ALU

set clk_period 28.0
set clk_io_pct 0.2

create_clock -name clk0 -period $clk_period

set non_clock_inputs [all_inputs -no_clocks]
set_input_delay [expr $clk_period * $clk_io_pct] -clock clk0 $non_clock_inputs
set_output_delay [expr $clk_period * $clk_io_pct] -clock clk0 [all_outputs]
==> qor.txt <==
routed wire length per instance = 14.3 um
sequential-to-total area share from yosys stat = 0%
final tally of setup violations = 0
ant diodes = 0
largest fanout of any net on the critical path = 6
cell type with the largest total area after synthesis = fa_1
cell count listed in synth_stat.txt = 235
pin slew with the least headroom to its limit = 0.664 ns
time the final worst path needs with I/O delays and setup = 26.64 ns
area reported by Yosys stat = 2050 sq um
yosys warns = 0
summed instance area of the synthesized netlist = 2050 sq um
# Max-Cap Violations = 0
Final Max Tran Viols = 0
type of the tightest min-delay check = in -> out
count of flip-flops and latches = 0
leftover overflow at the end of global routing = 0
overall routed net length = 5720 um
Core Util, Final = 48.1%
Yosys cell types = 28
violation count after the first detailed-route iteration = 101
Relative slew margins = 55.6%
maximum number of pins on one net before global-route repair = 39
initial core utilization = 31.7%
highest achievable clock rate = 37.5 MHz
post-CTS setup repair buffer count = 0
post-CTS sizing = 0
area enclosed by the die boundary = 7160 sq um
via count of the first global-routing pass = 2171
Clock buffer cells = 0
tool warnings = 33
Die Ht = 84.6 um
final hold violation count = 0
Flop area = 0 sq um
vias = 2132
crit end category = output pin
area growth from synthesis to final layout = 51.8%
leakage dissipation = 1.01 nW
Detail Route Antenna Nets = 0
biggest area cells = fa_1 (29%), a21oi_1 (15%), xor2_1 (13%)
worst-case hold slack = 12.19 ns
placed wire-length estimate after detailed placement = 4280 um
initial antenna violation count = 0
number of instances in the synthesized netlist = 235
Critical Path Max Stage Delay = 0.51 ns
DRT Pass-1 Iters = 10
critical path's slowest cell = clkdlybuf4s50_1
routed via count divided by cell count = 5.33
io pins = 103
critical path start-end classification = in -> out
total global-route track usage = 17.3%
Std-Cell Rows = 29
critical path required time = 22.40 ns
most used cell, CP = fa_1
Data arrival, critical path = 21.04 ns
DRC = 0
global placer's final weighted congestion = 0.785
layout cells sized above 1 = 9.29%
share of the synthesized area in the top cell type = 29.3%
status = finished, final reports clean
power density over cell area = 19.8 nW/um^2
VDD IR-drop max = 8.13 uV
Setup Total Neg Slack = 0 ns
Chip Width = 84.6 um
post-route clock period utilization = 95.2%
Hold Buf Count CTS = 0
type of element launching the critical path = input pin
mean instance size in the synthesized netlist = 8.71 sq um
layout filler cell count = 609
RSZ-0062 raised after global routing = false
wire length of the first global-routing pass = 10100 um
input/output buffers = 103
Core ar. = 6460 sq um
## path summary, 6_finish.rpt
check / startpoint / end / slack, ns / cells past startpoint
max: signal[5] / dataOut[31] / 1.36 / 40
min: reset / dataOut[8] / 12.19 / 4
## Yosys cell counts
| cell type | count |
|---|---|
| xnor2_1 | 3 |
| nand3_2 | 1 |
| nor3_1 | 1 |
| or2_2 | 1 |
| o311ai_0 | 1 |
| a221oi_1 | 1 |
| a21oi_1 | 62 |
| clkbuf_1 | 5 |
| fa_1 | 30 |
| xor2_1 | 31 |
| a31oi_1 | 1 |
| and3_1 | 1 |
| nor4_2 | 20 |
| nor2b_1 | 2 |
| nand2_1 | 2 |
| buf_2 | 13 |
| and4bb_1 | 1 |
| a211oi_1 | 31 |
| buf_4 | 2 |
| nor4_1 | 10 |
| and4bb_2 | 1 |
| nand3b_1 | 1 |
| o21ai_4 | 1 |
| ha_1 | 2 |
| inv_1 | 3 |
| a22o_1 | 1 |
| nor2_1 | 6 |
| and2_1 | 1 |
## cell families (layout without fill, tap and decap cells)
family,Yosys count,in the layout,synth area share [%]
buf+inv,23,111,5.38
xor+xnor,34,34,14.5
compound gates,98,98,28.9
fa+ha+maj,32,32,30.6
simple gates,48,48,20.6
## report_power, final
group	switching [mW]	internal [mW]
Clock	0	0
Combinational	0.0251	0.0363
Sequential	0	0
## cell type report
cell class | instances | area, sq um | area share (%)
well taps | 77 | 96.3 | 3.10
multi-input cells | 212 | 1940 | 62.3
repair buffers | 108 | 1060 | 34.2
inverters | 3 | 11.3 | 0.362
## layer usage
metal	vias to the layer above	GRT usage (%)	routed length [um]
li1	1073	-	-
met1	992	26.0	2740
met2	67	28.5	2600
met3	0	3.19	384
met4	0	0	0
met5	-	0	0
## cell usage in the layout, fill, tap and decap left out, types with 2 or more instances in the layout
master	Yosys	final
clkdlybuf4s50_1	0	102
a21oi_1	62	62
xor2_1	31	31
a211oi_1	31	31
fa_1	30	30
nor4_2	20	20
nor4_1	10	10
nor2_1	6	6
buf_4	2	5
inv_1	3	3
xnor2_1	3	3
nor2b_1	2	2
nand2_1	2	2
ha_1	2	2
## critical path: cells and delay by family
family	cells	cell delay (ns)
buffers and inverters	2	0.95
and+or+nand+nor	3	0.70
AOI/OAI and AO/OA	3	0.57
xor gates and xnor gates	2	0.36
adders and majority gates	30	12.89
## metrics by stage
stage          setup WS [ns]  area, sq um  instances  power, mW
3_5_place_dp            1.34         3110        400     0.0613
4_1_cts                 1.24         3110        400     0.0619
3_3_place_gp            1.35         3110        400     0.0613
6_report                1.36         3110        400     0.0614
5_1_grt                0.653         3110        400     0.0692
2_1_floorplan           2.72         2050        235     0.0304
Power figures rest on the tool's default switching activity, not on a simulated workload.
