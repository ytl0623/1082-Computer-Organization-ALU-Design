[/design/flow/design.v]
`timescale 1ns/1ns
module Shifter( dataA, dataB, Signal, dataOut, reset );
input reset ;
input [31:0] dataA ;
input [31:0] dataB ;
input [5:0] Signal ;
output [31:0] dataOut ;
wire [31:0] temp1 ;
wire [31:0] temp2 ;
wire [31:0] temp3 ;
wire [31:0] temp4 ;
wire [31:0] temp5 ;
parameter SRL = 6'b000010;
assign temp1[0] = (dataB[0]==1)?dataA[1]:dataA[0];
assign temp1[1] = (dataB[0]==1)?dataA[2]:dataA[1];
assign temp1[2] = (dataB[0]==1)?dataA[3]:dataA[2];
assign temp1[3] = (dataB[0]==1)?dataA[4]:dataA[3];
assign temp1[4] = (dataB[0]==1)?dataA[5]:dataA[4];
assign temp1[5] = (dataB[0]==1)?dataA[6]:dataA[5];
assign temp1[6] = (dataB[0]==1)?dataA[7]:dataA[6];
assign temp1[7] = (dataB[0]==1)?dataA[8]:dataA[7];
assign temp1[8] = (dataB[0]==1)?dataA[9]:dataA[8];
assign temp1[9] = (dataB[0]==1)?dataA[10]:dataA[9];
assign temp1[10] = (dataB[0]==1)?dataA[11]:dataA[10];
assign temp1[11] = (dataB[0]==1)?dataA[12]:dataA[11];
assign temp1[12] = (dataB[0]==1)?dataA[13]:dataA[12];
assign temp1[13] = (dataB[0]==1)?dataA[14]:dataA[13];
assign temp1[14] = (dataB[0]==1)?dataA[15]:dataA[14];
assign temp1[15] = (dataB[0]==1)?dataA[16]:dataA[15];
assign temp1[16] = (dataB[0]==1)?dataA[17]:dataA[16];
assign temp1[17] = (dataB[0]==1)?dataA[18]:dataA[17];
assign temp1[18] = (dataB[0]==1)?dataA[19]:dataA[18];
assign temp1[19] = (dataB[0]==1)?dataA[20]:dataA[19];
assign temp1[20] = (dataB[0]==1)?dataA[21]:dataA[20];
assign temp1[21] = (dataB[0]==1)?dataA[22]:dataA[21];		
assign temp1[22] = (dataB[0]==1)?dataA[23]:dataA[22];
assign temp1[23] = (dataB[0]==1)?dataA[24]:dataA[23];
assign temp1[24] = (dataB[0]==1)?dataA[25]:dataA[24];
assign temp1[25] = (dataB[0]==1)?dataA[26]:dataA[25];
assign temp1[26] = (dataB[0]==1)?dataA[27]:dataA[26];
assign temp1[27] = (dataB[0]==1)?dataA[28]:dataA[27];
assign temp1[28] = (dataB[0]==1)?dataA[29]:dataA[28];
assign temp1[29] = (dataB[0]==1)?dataA[30]:dataA[29];
assign temp1[30] = (dataB[0]==1)?dataA[31]:dataA[30];
assign temp1[31] = (dataB[0]==1)?1'b0:dataA[31];
assign temp2[0] = (dataB[1]==1)?temp1[2]:temp1[0];
assign temp2[1] = (dataB[1]==1)?temp1[3]:temp1[1];
assign temp2[2] = (dataB[1]==1)?temp1[4]:temp1[2];
assign temp2[3] = (dataB[1]==1)?temp1[5]:temp1[3];
assign temp2[4] = (dataB[1]==1)?temp1[6]:temp1[4];
assign temp2[5] = (dataB[1]==1)?temp1[7]:temp1[5];
assign temp2[6] = (dataB[1]==1)?temp1[8]:temp1[6];
assign temp2[7] = (dataB[1]==1)?temp1[9]:temp1[7];
assign temp2[8] = (dataB[1]==1)?temp1[10]:temp1[8];
assign temp2[9] = (dataB[1]==1)?temp1[11]:temp1[9];
assign temp2[10] = (dataB[1]==1)?temp1[12]:temp1[10];
assign temp2[11] = (dataB[1]==1)?temp1[13]:temp1[11];
assign temp2[12] = (dataB[1]==1)?temp1[14]:temp1[12];
assign temp2[13] = (dataB[1]==1)?temp1[15]:temp1[13];
assign temp2[14] = (dataB[1]==1)?temp1[16]:temp1[14];
assign temp2[15] = (dataB[1]==1)?temp1[17]:temp1[15];
assign temp2[16] = (dataB[1]==1)?temp1[18]:temp1[16];
assign temp2[17] = (dataB[1]==1)?temp1[19]:temp1[17];
assign temp2[18] = (dataB[1]==1)?temp1[20]:temp1[18];
assign temp2[19] = (dataB[1]==1)?temp1[21]:temp1[19];
assign temp2[20] = (dataB[1]==1)?temp1[22]:temp1[20];
assign temp2[21] = (dataB[1]==1)?temp1[23]:temp1[21];		
assign temp2[22] = (dataB[1]==1)?temp1[24]:temp1[22];
assign temp2[23] = (dataB[1]==1)?temp1[25]:temp1[23];
assign temp2[24] = (dataB[1]==1)?temp1[26]:temp1[24];
assign temp2[25] = (dataB[1]==1)?temp1[27]:temp1[25];
assign temp2[26] = (dataB[1]==1)?temp1[28]:temp1[26];
assign temp2[27] = (dataB[1]==1)?temp1[29]:temp1[27];
assign temp2[28] = (dataB[1]==1)?temp1[30]:temp1[28];
assign temp2[29] = (dataB[1]==1)?temp1[31]:temp1[29];
assign temp2[30] = (dataB[1]==1)?1'b0:temp1[30];
assign temp2[31] = (dataB[1]==1)?1'b0:temp1[31];
assign temp3[0] = (dataB[2]==1)?temp2[4]:temp2[0];
assign temp3[1] = (dataB[2]==1)?temp2[5]:temp2[1];
assign temp3[2] = (dataB[2]==1)?temp2[6]:temp2[2];
assign temp3[3] = (dataB[2]==1)?temp2[7]:temp2[3];
assign temp3[4] = (dataB[2]==1)?temp2[8]:temp2[4];
assign temp3[5] = (dataB[2]==1)?temp2[9]:temp2[5];
assign temp3[6] = (dataB[2]==1)?temp2[10]:temp2[6];
assign temp3[7] = (dataB[2]==1)?temp2[11]:temp2[7];
assign temp3[8] = (dataB[2]==1)?temp2[12]:temp2[8];
assign temp3[9] = (dataB[2]==1)?temp2[13]:temp2[9];
assign temp3[10] = (dataB[2]==1)?temp2[14]:temp2[10];
assign temp3[11] = (dataB[2]==1)?temp2[15]:temp2[11];
assign temp3[12] = (dataB[2]==1)?temp2[16]:temp2[12];
assign temp3[13] = (dataB[2]==1)?temp2[17]:temp2[13];
assign temp3[14] = (dataB[2]==1)?temp2[18]:temp2[14];
assign temp3[15] = (dataB[2]==1)?temp2[19]:temp2[15];
assign temp3[16] = (dataB[2]==1)?temp2[20]:temp2[16];
assign temp3[17] = (dataB[2]==1)?temp2[21]:temp2[17];
assign temp3[18] = (dataB[2]==1)?temp2[22]:temp2[18];
assign temp3[19] = (dataB[2]==1)?temp2[23]:temp2[19];
assign temp3[20] = (dataB[2]==1)?temp2[24]:temp2[20];
assign temp3[21] = (dataB[2]==1)?temp2[25]:temp2[21];		
assign temp3[22] = (dataB[2]==1)?temp2[26]:temp2[22];
assign temp3[23] = (dataB[2]==1)?temp2[27]:temp2[23];
assign temp3[24] = (dataB[2]==1)?temp2[28]:temp2[24];
assign temp3[25] = (dataB[2]==1)?temp2[29]:temp2[25];
assign temp3[26] = (dataB[2]==1)?temp2[30]:temp2[26];
assign temp3[27] = (dataB[2]==1)?temp2[31]:temp2[27];
assign temp3[28] = (dataB[2]==1)?1'b0:temp2[28];
assign temp3[29] = (dataB[2]==1)?1'b0:temp2[29];
assign temp3[30] = (dataB[2]==1)?1'b0:temp2[30];
assign temp3[31] = (dataB[2]==1)?1'b0:temp2[31];
assign temp4[0] = (dataB[3]==1)?temp3[8]:temp3[0];
assign temp4[1] = (dataB[3]==1)?temp3[9]:temp3[1];
assign temp4[2] = (dataB[3]==1)?temp3[10]:temp3[2];
assign temp4[3] = (dataB[3]==1)?temp3[11]:temp3[3];
assign temp4[4] = (dataB[3]==1)?temp3[12]:temp3[4];
assign temp4[5] = (dataB[3]==1)?temp3[13]:temp3[5];
assign temp4[6] = (dataB[3]==1)?temp3[14]:temp3[6];
assign temp4[7] = (dataB[3]==1)?temp3[15]:temp3[7];
assign temp4[8] = (dataB[3]==1)?temp3[16]:temp3[8];
assign temp4[9] = (dataB[3]==1)?temp3[17]:temp3[9];
assign temp4[10] = (dataB[3]==1)?temp3[18]:temp3[10];
assign temp4[11] = (dataB[3]==1)?temp3[19]:temp3[11];
assign temp4[12] = (dataB[3]==1)?temp3[20]:temp3[12];
assign temp4[13] = (dataB[3]==1)?temp3[21]:temp3[13];
assign temp4[14] = (dataB[3]==1)?temp3[22]:temp3[14];
assign temp4[15] = (dataB[3]==1)?temp3[23]:temp3[15];
assign temp4[16] = (dataB[3]==1)?temp3[24]:temp3[16];
assign temp4[17] = (dataB[3]==1)?temp3[25]:temp3[17];
assign temp4[18] = (dataB[3]==1)?temp3[26]:temp3[18];
assign temp4[19] = (dataB[3]==1)?temp3[27]:temp3[19];
assign temp4[20] = (dataB[3]==1)?temp3[28]:temp3[20];
assign temp4[21] = (dataB[3]==1)?temp3[29]:temp3[21];		
assign temp4[22] = (dataB[3]==1)?temp3[30]:temp3[22];
assign temp4[23] = (dataB[3]==1)?temp3[31]:temp3[23];
assign temp4[24] = (dataB[3]==1)?1'b0:temp3[24];
assign temp4[25] = (dataB[3]==1)?1'b0:temp3[25];
assign temp4[26] = (dataB[3]==1)?1'b0:temp3[26];
assign temp4[27] = (dataB[3]==1)?1'b0:temp3[27];
assign temp4[28] = (dataB[3]==1)?1'b0:temp3[28];
assign temp4[29] = (dataB[3]==1)?1'b0:temp3[29];
assign temp4[30] = (dataB[3]==1)?1'b0:temp3[30];
assign temp4[31] = (dataB[3]==1)?1'b0:temp3[31];
assign temp5[0] = (dataB[4]==1)?temp4[16]:temp4[0];
assign temp5[1] = (dataB[4]==1)?temp4[17]:temp4[1];
assign temp5[2] = (dataB[4]==1)?temp4[18]:temp4[2];
assign temp5[3] = (dataB[4]==1)?temp4[19]:temp4[3];
assign temp5[4] = (dataB[4]==1)?temp4[20]:temp4[4];
assign temp5[5] = (dataB[4]==1)?temp4[21]:temp4[5];
assign temp5[6] = (dataB[4]==1)?temp4[22]:temp4[6];
assign temp5[7] = (dataB[4]==1)?temp4[23]:temp4[7];
assign temp5[8] = (dataB[4]==1)?temp4[24]:temp4[8];
assign temp5[9] = (dataB[4]==1)?temp4[25]:temp4[9];
assign temp5[10] = (dataB[4]==1)?temp4[26]:temp4[10];
assign temp5[11] = (dataB[4]==1)?temp4[27]:temp4[11];
assign temp5[12] = (dataB[4]==1)?temp4[28]:temp4[12];
assign temp5[13] = (dataB[4]==1)?temp4[29]:temp4[13];
assign temp5[14] = (dataB[4]==1)?temp4[30]:temp4[14];
assign temp5[15] = (dataB[4]==1)?temp4[31]:temp4[15];
assign temp5[16] = (dataB[4]==1)?1'b0:temp4[16];
assign temp5[17] = (dataB[4]==1)?1'b0:temp4[17];
assign temp5[18] = (dataB[4]==1)?1'b0:temp4[18];
assign temp5[19] = (dataB[4]==1)?1'b0:temp4[19];
assign temp5[20] = (dataB[4]==1)?1'b0:temp4[20];
assign temp5[21] = (dataB[4]==1)?1'b0:temp4[21];		
assign temp5[22] = (dataB[4]==1)?1'b0:temp4[22];
assign temp5[23] = (dataB[4]==1)?1'b0:temp4[23];
assign temp5[24] = (dataB[4]==1)?1'b0:temp4[24];
assign temp5[25] = (dataB[4]==1)?1'b0:temp4[25];
assign temp5[26] = (dataB[4]==1)?1'b0:temp4[26];
assign temp5[27] = (dataB[4]==1)?1'b0:temp4[27];
assign temp5[28] = (dataB[4]==1)?1'b0:temp4[28];
assign temp5[29] = (dataB[4]==1)?1'b0:temp4[29];
assign temp5[30] = (dataB[4]==1)?1'b0:temp4[30];
assign temp5[31] = (dataB[4]==1)?1'b0:temp4[31];
assign dataOut = ( reset == 1'b1)? 32'd0 : temp5 ;
endmodule
[/design/flow/run.sh]
#!/bin/bash
# OpenROAD 26Q1-2900-gdf79404cd8, Yosys 0.63+post, stock flow scripts
make -C /OpenROAD-flow-scripts/flow DESIGN_CONFIG=/design/flow/config.mk WORK_HOME=/design/flow/orfs finish
[/design/flow/config.mk]
export PLATFORM = sky130hd
export DESIGN_NAME = Shifter
export DESIGN_NICKNAME = Shifter
export VERILOG_FILES = /design/flow/design.v
export SDC_FILE = /design/flow/constraint.sdc
export NUM_CORES = 4
export LEC_CHECK = 1
export CORE_AREA = 10 10 106 106
export DIE_AREA = 0 0 116 116
[/design/flow/constraint.sdc]
current_design Shifter

set clk_period 5.3
set clk_io_pct 0.2

create_clock -name clk0 -period $clk_period

set non_clock_inputs [all_inputs -no_clocks]
set_input_delay [expr $clk_period * $clk_io_pct] -clock clk0 $non_clock_inputs
set_output_delay [expr $clk_period * $clk_io_pct] -clock clk0 [all_outputs]
==> metrics.yaml <==
finish:
  final_cell_mix: "69 x sky130_fd_sc_hd__clkdlybuf4s50_1, 24 x sky130_fd_sc_hd__mux4_2, 22 x sky130_fd_sc_hd__nor2_1"
  final_standard_cell_area_without_fillers_sq_um: 2500
  layout.clock_buffers: 0
  drive_above_1_share: 0.191
  finish.utilization: 0.283
  synthToLayoutAreaGrowth_pct: 45.8
  area_used_by_sequential_logic_in_the_layout_sq_um: 0
  fin_cells: 354
  layout_top_cell_excl_fill_tap: "sky130_fd_sc_hd__clkdlybuf4s50_1"
  flops: 0
floorplanning:
  fp.coreArea_sq_um: 8850
  fp-row-count: 34
  die_y_um: 116
  initial_utilization: 0.194
  chipArea_sq_um: 13500
  boundaryPins: 103
  die_width_um: 116
critical_path:
  crit_slowest_cell: "sky130_fd_sc_hd__or3_1"
  crit_start: "dataB[4]"
  crit_family: "buffers and inverters"
  critical_path_class: "in2out"
  most_numerous_cell_on_the_critical_path: "sky130_fd_sc_hd__clkdlybuf4s50_1"
  worst-path-max-fanout: 10
  timing.critical_path.to_type: "primary output"
  crit_required_ps: 4240
  cp_data_arrival_time_ps: 3410
  crit_chain: "clkdlybuf4s50_1 -> or3_1 -> nor2_1 -> a22oi_1 -> o211ai_1 -> clkdlybuf4s50_1"
  critPathMaxStageDelay_ps: 610
  worstPathBufferInverterCount: 2
  critical_path.startpoint_type: "input port"
sta:
  timing.setup.tns_ps: 0
  relSlewSlack: 0.635
  final_worst_path_cycle_share: 0.842
  clock_period_minus_worst_slack_ps: 4470
  hold_viol_final: 0
  timing_worst_slew_pin_value_ps: 547
  timing.final.max_slew_violations: 0
  clock.fmax_mhz: 224
  timing.final.ws_setup_ps: 835
  setup_repair_after_global_routing_missed_its_margin: "no"
  setup_viol_count_final: 0
hold_path:
  worstHoldStart: "dataB[0]"
  worst_hold_path_type: "in2out"
logic_synthesis:
  synth_top_cell_by_area: "sky130_fd_sc_hd__mux4_2"
  yosysCellCount: 187
  avg_synthesized_cell_area_sq_um: 9.18
  ys_warn_count: 0
  netlist_top_cells_area: "sky130_fd_sc_hd__mux4_2 31%, sky130_fd_sc_hd__mux2i_1 11%, sky130_fd_sc_hd__a22oi_1 5.2%, sky130_fd_sc_hd__mux2_2 5.2%, sky130_fd_sc_hd__nor2_1 4.8%"
  post-synth-top-area-fraction: 0.315
  ys_chip_area_sq_um: 1720
  post_synth_inst_count: 187
  synthesis.area_sq_um: 1720
  synth.yosys.seq_area_share: 0
  yosysUniqueCellTypes: 46
cts:
  post_cts.resized_instances: 0
  cts_hold_buffers_added: 0
  cts_setup_buffers: 0
place:
  worst_slack_at_placement_ps: 829
  io_buffers: 70
  routabilityCongestion: 0.900
  postPlaceCellArea_sq_um: 2500
  place_inst: 354
  dpl.hpwl_um: 5780
route:
  antennaDiodeCount: 0
  dr.pass1.iters: 4
  route.antenna.remaining_nets: 0
  vias: 1832
  drt-wirelength-per-cell_um: 19.1
  remaining_drc_errors: 0
  routed-wl-met2_um: 3040
  routedLengthMet1_um: 3040
  iteration_0_drc_count_of_the_detailed_router: 134
  top_signal_layer_used: "met4"
  drt-vias-per-instance: 5.18
  met3_length_um: 676
  totalWireLength_um: 6780
job:
  warning_count: 65
  maxCapViolCount: 0
power:
  power.static_leakage_nw: 0.858
  ir_drop_mv: 0.0278
  power_density_nw_per_um2: 89.0
global_route:
  pin_count_of_the_biggest_net_entering_global_routing: 28
  grt_pass1_vias: 1909
  antenna_violations_before_repair: 0
  gr-total-overflow: 0
  wire_length_of_the_first_global_routing_pass_um: 10700
  all_layer_global_routing_usage: 0.0989
run_status:
  status: "finished clean"
## through the flow
stage | power [mW] | hold WS [ps]
global placement | 0.222 | 3300
CTS | 0.224 | 3320
detailed placement | 0.224 | 3320
floorplan | 0.123 | 2200
finish | 0.223 | 3320
global route | 0.242 | 3380
## cell type report
cell class | count | area [sq um]
fill | 935 | 6350
inverter | 2 | 7.51
multi-input combinational | 166 | 1590
tap | 108 | 135
timing repair buffer | 78 | 768
## cell usage after synthesis (3+ instances only)
master,count
sky130_fd_sc_hd__mux4_2,24
sky130_fd_sc_hd__nor2_1,22
sky130_fd_sc_hd__mux2i_1,19
sky130_fd_sc_hd__nand2_1,14
sky130_fd_sc_hd__a22oi_1,12
sky130_fd_sc_hd__mux2_2,8
sky130_fd_sc_hd__clkbuf_1,7
sky130_fd_sc_hd__buf_2,6
sky130_fd_sc_hd__o211ai_1,6
sky130_fd_sc_hd__o21ai_0,5
sky130_fd_sc_hd__o22a_1,5
sky130_fd_sc_hd__a211oi_1,4
sky130_fd_sc_hd__o221ai_1,4
sky130_fd_sc_hd__and2_1,3
sky130_fd_sc_hd__buf_6,3
sky130_fd_sc_hd__nand3b_1,3
sky130_fd_sc_hd__o21ai_1,3
## logic make-up after synthesis
| family | Yosys count | share of synthesized area |
|---|---|---|
| buf+inv | 21 | 0.0729 |
| simple gates | 56 | 0.155 |
| compound gates | 53 | 0.232 |
| mux | 57 | 0.541 |
## tightest hold or removal path, stage by stage
cell and delay [ps]:
sky130_fd_sc_hd__buf_2 230, sky130_fd_sc_hd__mux2i_1 420, sky130_fd_sc_hd__nor3_1 130, sky130_fd_sc_hd__clkdlybuf4s50_1 410
## routing by layer
| layer | vias up | GRT usage |
|---|---|---|
| met5 | - | 0 |
| met4 | 0 | 0.00334 |
| met3 | 2 | 0.0309 |
| met2 | 65 | 0.154 |
| met1 | 877 | 0.140 |
| li1 | 888 | - |
## worst paths after layout
check | end | slack [ps] | depth (start not counted)
max | dataOut[0] | 830 | 6
min | dataOut[30] | 3320 | 4
## power breakdown
part	switching (mW)	total (mW)	internal, mW
Clock	0	0	0
Combinational	0.0977	0.223	0.125
Sequential	0	0	0
Power figures rest on the tool's default switching activity, not on a simulated workload.
