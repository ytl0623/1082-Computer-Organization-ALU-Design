## /design/flow/design.v

```verilog
`timescale 1ns/1ns
module Divider( clk, dataA, dataB, Signal, dataOut, reset );
input clk ;
input reset ;
input [31:0] dataA ;
input [31:0] dataB ;
input [5:0] Signal ;
output [63:0] dataOut ;
reg [63:0] temp ;
reg [63:0] divr ;
reg [63:0] rem ;
parameter DIVU = 6'b011011;
parameter OUT = 6'b111111;
reg[31:0] quot ;
always @( Signal )
	begin
		if ( Signal == DIVU ) begin
			rem = {32'h00000000,dataA};
			divr = {dataB,32'h00000000};
		end
	end
always @( posedge clk ) begin
	if( reset == 1 )
		begin
			temp = 64'b0 ;
			quot = 32'b0 ;
		end
	if(Signal==DIVU)
		begin
			rem = rem - divr ;		
			if( rem[63] == 1'b0  )
				begin
					quot = {quot[30:0],1'b1} ;
				end			
			else
				begin
					rem = rem + divr ;
					quot = {quot[30:0],1'b0} ;	
				end
			divr = {1'b0,divr[63:1]} ;
		end
	else if(Signal==OUT)
		begin
			temp = {quot,rem[31:0]} ;
		end
end
assign	dataOut = temp ;
endmodule
```

## /design/flow/run.sh

```bash
#!/bin/bash
# OpenROAD 26Q1-2900-gdf79404cd8, Yosys 0.63+post, stock flow scripts
make -C /OpenROAD-flow-scripts/flow DESIGN_CONFIG=/design/flow/config.mk WORK_HOME=/design/flow/orfs finish
```

## /design/flow/config.mk

```make
export PLATFORM = sky130hd
export DESIGN_NAME = Divider
export DESIGN_NICKNAME = Divider
export VERILOG_FILES = /design/flow/design.v
export SDC_FILE = /design/flow/constraint.sdc
export NUM_CORES = 4
export LEC_CHECK = 1
export CORE_UTILIZATION = 40
```

## /design/flow/constraint.sdc

```tcl
current_design Divider

set clk_period 5.2
set clk_io_pct 0.2

create_clock -name clk0 -period $clk_period [get_ports {clk}]

set non_clock_inputs [all_inputs -no_clocks]
set_input_delay [expr $clk_period * $clk_io_pct] -clock clk0 $non_clock_inputs
set_output_delay [expr $clk_period * $clk_io_pct] -clock clk0 [all_outputs]
```

==> results.toml <==
# generated from flow reports
[clock_network]
ctsHoldBuffers = 0
clock_latency_ns = 0.35
cts.sinks = 96
postCtsResizedCells = 0
htree_levels = 3
clkTransAtPathRegs_ns = 0.10
post_cts_buffers = 0
cts_tree = "built"
cts-root-buf = "clkbuf_8"
cts_buffers = 9
clk_path_buf_depth = 2

[die]
fp.dieH_um = 93.5
fp.dieW_um = 93.5
fp_util_pct = 41.0
core_region_area_mm2 = 0.00818
floorplan.rows = 33
dieArea_mm2 = 0.00874
pin_count = 136

[drt]
finalWirelength_um = 6290
drt_iter0_drc = 58
route.detailed.drc = 0
dr.pass1.iters = 4
vias_per_cell = 4.78
wl_per_cell_um = 12.8
ant_nets = 0
vias = 2349
diodes = 0

[power_and_ir_drop]
p_total_mw = 1.24
ir_drop_mv = 0.141
p_per_area_mw_per_mm2 = 292
p_leak_nw = 1.43

[place]
place_congestion = 0.719
io_buffers = 71
dp_hpwl_um = 3700
dp_cells = 475

[setup_path]
cp_max_fo = 34
rr_worst_depth = 2
r2r_end = "temp[33]"
required_ns = 5.48
critical_path_class = "in2reg"
crit_path_start_kind = "primary input"
cp.arrival_ns = 3.42
r2r_slack_ns = 4.54
end_kind = "flop"
r2r_start = "temp[33]"

[finish]
fillCellCount = 711
area_growth_pct = 27.3
layout-drive-gt1-share_pct = 6.48
register_area_mm2 = 0.00192
combGateArea_mm2 = 0.00127
final_util_pct = 52.1
final_cells = 491

[grt]
grt-ovfl-total = 0
grt_pass1_vias = 2229
grt_usage_pct = 15.4
antenna_found_initial = 0
grt_pass1_wl_um = 10400
grt_max_degree = 66

[logic_synthesis]
yosysSeqAreaShare_pct = 57.4
ys_cells = 321
yosys_warnings = 257
synthCells = 321
yosys.area.top_type = "dfxtp_1"
ys_ff = 96
netlist_area_mm2 = 0.00335
ys_top_cells_by_area = "dfxtp_1 57%, mux2i_1 9.3%, and2_1 6.2%"
synth.distinct_cells = 17
yosysTopAreaCellShare_pct = 57.4
syn_area_per_cell_um2 = 10.4
ys_area_mm2 = 0.00335

[worst_hold_path]
hp-class = "reg2reg"
whs_endpoint = "temp[11]"
hp-start = "temp[11]"
hold_depth = 1

[final_timing]
finalClockPeriodUsage_pct = 60.4
min_period_ns = 3.14
rsz0062_at_grt = "no"
relSlewSlack_pct = 48.2
finalSetupTns_ns = 0
max_freq_mhz = 319
report.final.slew_viol_count = 0
worst_pin_slew_ns = 0.775
setup_viol = 0
fin_skew_ns = 0.0119
hold_violations = 0

[run]
warnings = 89
maxCapViolCount = 0

[run_status]
status = "finished clean"
[where the power goes]
part | switching [mW] | internal, mW | total, mW | leakage (nW)
combinational | 0.0253 | 0.0118 | 0.0372 | 0.551
sequential | 0.0000831 | 0.735 | 0.735 | 0.773
clock | 0.274 | 0.199 | 0.473 | 0.101
total | 0.299 | 0.946 | 1.24 | 1.43
[Yosys cell counts]
| library cell | instances |
|---|---|
| dfxtp_1 | 96 |
| and2_1 | 33 |
| a21oi_1 | 32 |
| nand2b_1 | 32 |
| nand3_1 | 32 |
| o21ai_0 | 32 |
| mux2i_1 | 31 |
| buf_2 | 11 |
| clkbuf_1 | 11 |
| buf_8 | 3 |
| buf_4 | 2 |
| a21oi_4 | 1 |
| and4_1 | 1 |
| nand2_1 | 1 |
| nand4_4 | 1 |
| nor3_4 | 1 |
| o31ai_1 | 1 |
[kinds of logic (layout without fill, tap and decap cells)]
kind of cell | count (synthesis) | in the layout | share of synthesized area [%]
buf+inv | 27 | 92 | 4.67
flops | 96 | 96 | 57.4
mux | 31 | 31 | 9.26
compound gates | 66 | 66 | 10.3
simple gates | 101 | 101 | 18.4
[area by class of cell]
cell class,count,share of cell area (%)
well taps,105,3.08
clock buffers,10,3.23
repair buffers,76,17.4
flip-flops and latches,96,45.1
multi-input cells,198,29.8
clock inverters,6,1.35
[worst max-delay path by stage]
stage | start | cells after the start | slack [ns] | endpoint
after CTS | Signal[1] | 5 | 2.07 | quot[29]
after global routing | Signal[1] | 5 | 1.89 | quot[28]
final | Signal[1] | 5 | 2.06 | quot[28]
[worst max-delay path, cell delays in order]
cell             delay [ns]
clkdlybuf4s50_1        0.52
nand4_4                0.41
nor3_4                 0.77
buf_4                  0.44
mux2i_1                0.22
[per-layer routing]
layer	vias up	global-route usage (%)	part of all wire, %
met3	9	3.47	5.6
met4	0	2.31	1.5
met5	-	0	0
li1	1206	-	-
met1	1077	22.9	50
met2	57	24.3	43
[cell usage in the layout, fill, tap and decap left out]
cell             instances
a21oi_4                  1
nand4_4                  1
o31ai_1                  1
dfxtp_1                 96
clkdlybuf4s50_1         70
clkbuf_8                10
o21ai_0                 32
mux2i_1                 31
nor3_4                   1
and2_1                  33
inv_6                    2
a21oi_1                 32
nand2b_1                32
buf_4                    5
buf_2                    1
clkinv_4                 2
inv_8                    2
and4_1                   1
nand2_1                  1
nand3_1                 32
[state kept, by name (all words and copies together) (netlist names)]
signal,flops
quot,32
temp,64
[through the flow]
step                instance area [µm²]  setup slack (ns)  hold WS [ns]
finish                             4260              2.06         0.464
CTS                                4260              2.07         0.469
detailed placement                 4070              1.70         0.443
global route                       4260              1.89         0.479
floorplan                          3350              3.33         0.406
global placement                   4070              1.68         0.441
Power is estimated from default activity; no workload was simulated.
